$ cat config.mk
export PLATFORM = sky130hd
export DESIGN_NAME = fadder_32bit
export DESIGN_NICKNAME = fadder_32bit
export VERILOG_FILES = /design/flow/design.v
export SDC_FILE = /design/flow/constraint.sdc
export NUM_CORES = 4
export LEC_CHECK = 1
export CORE_AREA = 10 10 114 114
export DIE_AREA = 0 0 124 124
$ cat constraint.sdc
current_design fadder_32bit

set clk_period 10.3
set clk_io_pct 0.2

create_clock -name clk0 -period $clk_period

set non_clock_inputs [all_inputs -no_clocks]
set_input_delay [expr $clk_period * $clk_io_pct] -clock clk0 $non_clock_inputs
set_output_delay [expr $clk_period * $clk_io_pct] -clock clk0 [all_outputs]
$ cat design.v
module DECODER(d0,d1,d2,d3,d4,d5,d6,d7,x,y,z);
input x,y,z;
output d0,d1,d2,d3,d4,d5,d6,d7;
wire x0,y0,z0;
not n1(x0,x);
not n2(y0,y);
not n3(z0,z);
and a0(d0,x0,y0,z0);
and a1(d1,x0,y0,z);
and a2(d2,x0,y,z0);
and a3(d3,x0,y,z);
and a4(d4,x,y0,z0);
and a5(d5,x,y0,z);
and a6(d6,x,y,z0);
and a7(d7,x,y,z);
endmodule
module fadder_32bit (sum,cout,a,b,c);
input [31:0] a,b;
input c;
output [31:0] sum;
output cout;
wire [3:0] cout_in;
fadder_8bit f1(sum[7:0],cout_in[0],a[7:0],b[7:0],c);
genvar j;
generate for (j=0;j<3;j=j+1) begin: adder_loop
fadder_8bit f2(sum[((j+2)*8-1):(j+1)*8],cout_in[j+1],a[((j+2)*8-1):(j+1)*8],b[((j+2)*8-1):(j+1)*8],cout_in[j]);
end
endgenerate
assign cout = cout_in[31];
endmodule
module fadder_8bit (sum,cout,a,b,c);
input [7:0] a,b;
input c;
output [7:0] sum;
output cout;
wire [7:0] cout_in;
FADDER f1(sum[0],cout_in[0],a[0],b[0],c);
genvar j;
generate for (j=0;j<7;j=j+1) begin: adder_loop
FADDER f2(sum[j+1],cout_in[j+1],a[j+1],b[j+1],cout_in[j]);
end
endgenerate
assign cout = cout_in[7];
endmodule
module FADDER(s,c,x,y,z);
input x,y,z;
wire d0,d1,d2,d3,d4,d5,d6,d7;
output s,c;
DECODER dec(d0,d1,d2,d3,d4,d5,d6,d7,x,y,z);
assign s = d1 | d2 | d4 | d7,
 c = d3 | d5 | d6 | d7;
endmodule
$ cat run.sh
#!/bin/bash
# OpenROAD 26Q1-2900-gdf79404cd8, Yosys 0.63+post, stock flow scripts
make -C /OpenROAD-flow-scripts/flow DESIGN_CONFIG=/design/flow/config.mk WORK_HOME=/design/flow/orfs finish
==> impl_metrics.csv <==
group,metric,value,unit
die,die_height,124,um
place,gp_congestion,0.876,
final_timing,final_period_minus_worst_setup_slack,14730,ps
run_status,outcome,"finished, violations left",
grt,first_global_vias,976,
cells_and_area,n_clock_buffer,0,
die,die_size,15400,um2
synthesis,syn-mean-instance-area,10.8,um2
synthesis,syn_area,993,um2
place,post_dp_cell_area,1950,um2
run_status,violated_checks,"setup timing",
synthesis,post_synth_num_cell_types,5,
clock_tree,hold_buffers,0,
drt,postRouteWirelength,3.38,mm
final_timing,finalSetupViolCount,15,
power,post-layout-total-power,0.000100,W
cells_and_area,finalCoreUtilization,18.2,%
drt,post_drt_via_cell_ratio,2.68,
final_timing,fmax,67.9,MHz
final_timing,final.period_utilization,143,%
die,die.size.x,124,um
synthesis,gate_count_after_technology_mapping,92,
drt,drt_first_iter_violations,5,
cells_and_area,fillerInstances,1163,
cells_and_area,stdcell_area,1900,um2
grt,grt_max_degree,2,
grt,grt_first_pass_wirelength,5.04,mm
place,port-buffer-count,97,
power,vdd_ir_drop_max,17.6,uV
run,log.warning_count,35,
synthesis,yosysWarningCount,1,
drt,ant_nets,0,
run,cap_viol_max_count,0,
final_timing,rsz0062_at_grt,"yes",
synthesis,seq_area_frac_synth,0,%
cells_and_area,area.sequential,0,um2
drt,first_pass_iters,2,
power,cellPowerDensity,52.8,nW/um2
drt,detailroute.via_count,783,
worst_hold_path,worstHoldPathType,"primary input to primary output",
die,core-area,10400,um2
worst_setup_path,critPathLaunchType,"primary input",
die,floorplan.rows,37,
synthesis,yosys-stat-area,993,um2
final_timing,final_critical_path_setup_slack,-4430,ps
die,initial_utilization,9.54,%
worst_setup_path,timing.critical_path.slowest_cell_delay,370,ps
die,ios,98,
final_timing,max_slew_violation_total_from_the_final_report,0,
synthesis,yosysCellCount,92,
drt,drc,0,
drt,insertedDiodeCount,0,
worst_setup_path,slowest_stage,"sky130_fd_sc_hd__fa_2",
final_timing,setup_tns,-35800,ps
drt,wl_per_cell,11.6,um
worst_setup_path,worst_ep_arrival_time,12670,ps
cells_and_area,area_growth,91.2,%
cells_and_area,drive_above_1_share,40.4,%
worst_setup_path,crit_type,"primary input to primary output",
cells_and_area,ff_count,0,
worst_setup_path,setup.worst_path.end_class,"primary output",
worst_setup_path,crit_required,8240,ps
worst_setup_path,cpMostUsedCell,"sky130_fd_sc_hd__fa_2",
grt,antenna_violations_before_repair,0,
worst_setup_path,cp_max_fo,1,
grt,grt_use_total,4.17,%
place,dp_hpwl,3.40,mm
grt,grt_remaining_overflow,0,
power,power.leakage,0.739,nW
final_timing,fin_hold_ws,4860,ps
final_timing,finalHoldViolations,0,
-- worst max-delay path: cells and delay by family --
| family | cells | cell delay (ps) |
|---|---|---|
| XOR/XNOR | 1 | 170 |
| buffers and inverters | 10 | 600 |
| adder cells (fa/ha/maj) | 31 | 9840 |
-- repair_timing --
item / in CTS / in global routing
setup buffers: 0 / 0
cloned: 0 / 0
pin swaps: 0 / 0
endpoints found under the setup margin: 17 / 16
resized: 82 / 4
-- path summary, 6_finish.rpt --
path / start / depth (start not counted) / end
max: a[0] / 42 / sum[31]
min: c / 5 / sum[0]
-- cell type report --
| type | instances | area (um2) | area share [%] |
|---|---|---|---|
| Tap cell | 136 | 170 | 8.96 |
| Multi-Input combinational cell | 33 | 726 | 38.2 |
| Inverter | 26 | 100 | 5.27 |
| Timing Repair Buffer | 97 | 903 | 47.6 |
-- layer usage --
layer  vias to the layer above  GRT usage [%]  part of all wire, %
li1                        344              -                    -
met1                       348           4.98                   36
met2                        91           5.66                   32
met3                         0           4.04                   31
met4                         0              0                    0
met5                         -              0                    0
-- cells by family (layout without fill, tap and decap cells) --
kind of cell  Yosys count  after routing  share of synthesized area, %
buf+inv                59            123                          34.8
fa+ha+maj              31             31                          62.5
xor+xnor                1              1                          2.39
other cells             1              1                         0.377
-- power breakdown --
part | internal (W) | leakage, nW | total [W] | switching (W)
registers | 0 | 0 | 0 | 0
logic | 0.0000693 | 0.739 | 0.000100 | 0.0000310
clock network | 0 | 0 | 0 | 0
total | 0.0000693 | 0.739 | 0.000100 | 0.0000310
-- through the flow --
step,std cells,worst slack (ps)
3_3_place_gp,292,-5130
5_1_grt,292,-4800
6_report,292,-4430
3_5_place_dp,292,-5170
2_1_floorplan,92,-4010
4_1_cts,292,-4510
-- layout by cell type (no fill, tap or decap), drive strengths merged --
master / instances
buf: 18
clkbuf: 1
clkdlybuf4s50: 75
conb: 1
dlygate4sd2: 3
fa: 31
inv: 26
xor3: 1
-- synth_stat cells --
library cell / n / area [um2]
sky130_fd_sc_hd__buf_4: 33 / 248
sky130_fd_sc_hd__fa_1: 31 / 621
sky130_fd_sc_hd__inv_1: 26 / 97.6
sky130_fd_sc_hd__conb_1: 1 / 3.75
sky130_fd_sc_hd__xor3_1: 1 / 23.8
Power is estimated from default activity; no workload was simulated.
