==> ./design.v <==
module alu (in1,in2,op,bit_invert,cin,cout,result
);
input [31:0] in1, in2;
input [1:0] op;
input bit_invert,cin;
output cout;
output [31:0] result;
wire [31:0] in2_b,in2_c,and_out,or_out,out_fa;
assign in2_b = ~in2; 
mux2to1_32bits m1(in2,in2_b,bit_invert,in2_c);
and_32bits a1(in1,in2_c,and_out);
or_32bits o1(in1,in2_c,or_out);
fulladder_32bits f1(in1,in2_c,cin,out_fa,cout);
mux3to1_32bits m2(and_out,or_out,out_fa,op,result);
endmodule
module and_32bits (in1,in2,out);
input [31:0] in1,in2;
output [31:0] out;
assign {out}=in1 &in2;
endmodule
module fulladder_32bits (In1,In2,Cin,Sum,Cout);
input [31:0] In1,In2;
input Cin;
output Cout;
output [31:0] Sum;
assign {Cout,Sum}=In1+In2+Cin;
endmodule
module mux2to1_1bit (in1,in2,sel,out);
input in1,in2,sel;
output out;
wire not_sel,a1,a2;
not (not_sel,sel);
and (a1,sel,in2);
and (a2,not_sel,in1);
or(out,a1,a2);
endmodule
module mux2to1_32bits (in1,in2,sel,out);
input [31:0] in1,in2;
output [31:0] out;
input sel;
genvar j;
generate
for
(j=0;j<4;j=j+1)
begin:
mux_loop
mux2to1_8bits m1(in1[(j+1)*8-1:j*8],in2[(j+1)*8-1:j*8],sel,out[(j+1)*8-1:j*8]);
end
endgenerate
endmodule
module mux2to1_8bits (in1,in2,sel,out);
input [7:0] in1,in2;
output [7:0] out;
input sel;
genvar j;
generate
for
(j=0;j<8;j=j+1)
begin:
mux_loop
mux2to1_1bit m1(in1[j],in2[j],sel,out[j]);
end
endgenerate
endmodule
module mux3to1_1bit (in1,in2,in3,sel,out);
input in1,in2,in3;
input [1:0] sel;
output out;
wire not_sel1,not_sel0,a1,a2,a3,a4;
not (not_sel1,sel[1]);
not (not_sel0,sel[0]);
and (a1,not_sel1,sel[0],in2);
and (a3,sel[1],not_sel0,in3);
and (a4,sel[1],sel[0],1'b0);
and (a2,not_sel1,not_sel0,in1);
or(out,a1,a2,a3,a4);
endmodule
module mux3to1_32bits (in1,in2,in3,sel,out);
input [31:0] in1,in2,in3;
output [31:0] out;
input [1:0] sel;
genvar j;
generate
for
(j=0;j<32;j=j+1)
begin:
mux_loop
mux3to1_1bit m1(in1[j],in2[j],in3[j],sel,out[j]);
end
endgenerate
endmodule
module or_32bits (in1,in2,out);
input [31:0] in1,in2;
output [31:0] out;
assign {out}=in1 |in2;
endmodule
==> ./run.sh <==
#!/bin/bash
# OpenROAD 26Q1-2900-gdf79404cd8, Yosys 0.63+post, stock flow scripts
make -C /OpenROAD-flow-scripts/flow DESIGN_CONFIG=/design/flow/config.mk WORK_HOME=/design/flow/orfs finish
==> ./config.mk <==
export PLATFORM = sky130hd
export DESIGN_NAME = alu
export DESIGN_NICKNAME = alu
export VERILOG_FILES = /design/flow/design.v
export SDC_FILE = /design/flow/constraint.sdc
export NUM_CORES = 4
export LEC_CHECK = 1
export CORE_UTILIZATION = 30
==> ./constraint.sdc <==
current_design alu

set clk_period 11.2
set clk_io_pct 0.2

create_clock -name clk0 -period $clk_period

set non_clock_inputs [all_inputs -no_clocks]
set_input_delay [expr $clk_period * $clk_io_pct] -clock clk0 $non_clock_inputs
set_output_delay [expr $clk_period * $clk_io_pct] -clock clk0 [all_outputs]
==> ci_impl_report.md <==
### Flow metrics

| Metric | Value |
|---|---|
| Most frequent cells after synthesis | `inv_1 (69), ha_1 (64), xor2_1 (41), buf_4 (32), nand2_1 (29)` |
| Cycle use final | `73.60%` |
| Synthesized cell area | `3640 um^2` |
| First drt pass iteration count | `23` |
| Drt initial violations | `192` |
| PD cells | `65.45 nW/um^2` |
| Top-area cell type share of the netlist area | `22.00%` |
| Top-count cell post-synth | `inv_1` |
| TNS Setup | `0 ns` |
| Pre-Place Util | `approximately a third` |
| Drt wl/cell | `13.32 um` |
| Ys cells | `approximately 500` |
| Maximum vdd drop | `0.00002599 V` |
| Tightest Pin Transition | `0.5450 ns` |
| Clkbuf count | `0` |
| Die area | `12580 um^2` |
| Placed Area | `4482 um^2` |
| Worst stage delay on the critical path | `0.50 ns` |
| Final setup fails | `0` |
| Vias | `3368` |
| Hold Buf Count CTS | `0` |
| Hold Vio Cnt, Final | `0` |
| Vias/cell | `4.895` |
| Avg Inst Size Synth | `approximately 7.3 um^2` |
| Fmax | `approximately 0.12 GHz` |
| Cell breakdown of the critical path | `buf_2 -> buf_4 -> xor2_1 -> inv_1 -> fa_1 -> fa_1 -> and2b_1 -> o2111ai_2 -> nand3_1 -> a221oi_4 -> o31ai_4 -> a31oi_4 -> xor2_1 -> o221ai_1 -> clkdlybuf4s50_1` |
| Final non-filler cell total | `688` |
| Worst EP required | `around 9.0 ns` |
| Setup Fix Bufs, Post-CTS | `0` |
| Die Height | `112.1 um` |
| Inst Count DP | `688` |
| Worst setup SP type | `input port` |
| Slew headroom | `63.67%` |
| Log Warnings | `65` |
| CP Class | `in -> out` |
| Post_cts resized | `0` |
| DRC errors left | `0` |
| Ys Warns | `0` |
| Unique cell types | `58` |
| Area leader, netlist | `ha_1` |
| Worst setup EP type | `output port` |
| Initial antenna violation count | `0` |
| Yosys Chip Area | `around 3600 um^2` |
| Leakage | `roughly 2.2 nW` |
| Biggest area cells | `ha_1 (22%), xor2_1 (9.9%), inv_1 (7.1%), buf_4 (6.6%), mux2i_1 (5.5%)` |
| Fraction of final layout cells sized beyond drive strength 1 | `4.404%` |
| First-pass GRT wire length | `15420 um` |
| Die extent in x | `~110 um` |
| Number of global-route vias before repair | `between 3k and 4k` |
| Outcome | `finished clean` |
| Total wire length | `about 9200 um` |
| Post-DP HPWL | `7531 um` |
| Gate Count Post-Synth | `501` |
| RSZ-0062 raised after global routing | `no` |
| IO buf count | `101` |
| Antenna cells | `0` |
| Gpl congestion | `0.9005` |
| Placeable Area | `11610 um^2` |
| Storage cell area | `0 um^2` |
| CP top delay family | `buffers and inverters` |
| Total gr overflow | `0` |
| Worst path arrival time | `approximately 6 ns` |
| I/O pin cnt | `just over 100` |
| GR Util All Layers | `14.62%` |
| Worst Path Max Fanout | `32` |
| Post-synthesis sequential area ratio | `0%` |
| CP bufs+invs | `4` |
| Post-route cell area | `4482 um^2` |
| Largest net degree at the start of global routing | `39` |
| Flop count | `0` |
| Fin. max-slew vios | `0` |
| CP max stage cell | `clkdlybuf4s50_1` |
| Max-Cap Viols | `0` |
| HP Class | `in -> out` |
| Minimum clock period | `8.244 ns` |
| Row Count | `39` |
| Antenna viol nets, final | `0` |
| Area growth syn-to-layout | `23.14%` |
-- cell type report --
cell class / instances / area [um^2]
Multi-Input combinational cell: 371 / 3013
Tap cell: 143 / 178.9
Timing Repair Buffer: 105 / 1031
Inverter: 69 / 259.0
Fill cell: 1201 / 7132
-- report_power, final --
part | total, mW | internal [mW] | switching [mW]
logic | 0.293 | 0.149 | 0.144
clock network | 0 | 0 | 0
registers | 0 | 0 | 0
total | 0.293 | 0.149 | 0.144
-- per-stage QoR --
stage	worst slack [ns]	util [%]	power (mW)	hold slack (ns)
after global placement	2.952	38.59	0.2941	5.557
after floorplan	3.490	-	0.2176	4.682
after CTS	2.910	38.59	0.2959	5.549
after detailed placement	2.920	38.59	0.2940	5.538
final	2.956	38.59	0.2933	5.509
after global routing	2.671	38.59	0.3286	5.579
-- cells by family after synthesis --
kind of cell	count (synthesis)	share of synthesized area, %
compound gates	142	28.70
fa+ha+maj	66	23.10
simple gates	83	11.04
buf+inv	130	17.22
xor+xnor	60	14.44
mux	20	5.500
-- tightest hold or removal path, delay by kind of cell --
kind | cells | cell delay (ns)
buffers and inverters | 3 | 0.88
AND-OR/OR-AND | 1 | 0.14
-- path summary, 6_finish.rpt --
path                       start         end  slack [ns]  cells after the start
worst max-delay path  bit_invert  result[28]        2.96                     15
worst min-delay path       op[1]  result[27]        5.51                      4
-- layer usage --
| layer | vias up | track usage (%) | part of all wire [%] |
|---|---|---|---|
| li1 | 1771 | - | - |
| met1 | 1512 | 21.84 | 50 |
| met2 | 81 | 24.51 | 45 |
| met3 | 4 | 0.8806 | 4.6 |
| met4 | 0 | 0.3556 | 0.24 |
| met5 | - | 0 | 0 |
-- layout by cell type (no fill, tap or decap), drive strengths merged, types with 3 or more instances in the layout --
| cell | count |
|---|---|
| o2111ai | 3 |
| o21a | 8 |
| a21oi | 28 |
| nand4 | 11 |
| o21ai | 22 |
| xor2 | 41 |
| clkdlybuf4s50 | 99 |
| nor2b | 3 |
| o21bai | 7 |
| and2 | 3 |
| o31ai | 4 |
| nand3 | 6 |
| buf | 6 |
| xnor2 | 19 |
| a31oi | 5 |
| ha | 64 |
| nand2 | 29 |
| o221ai | 5 |
| inv | 69 |
| nand2b | 3 |
| mux2i | 20 |
| nor3 | 3 |
| nor2 | 18 |
| o22ai | 22 |
| a21o | 22 |
| a211oi | 4 |
No activity file was given, so power comes from the tool's default toggle rates.
