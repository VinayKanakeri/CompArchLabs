File: design/flow/config.mk
export PLATFORM = sky130hd
export DESIGN_NAME = reg_file_4
export DESIGN_NICKNAME = reg_file_4
export VERILOG_FILES = /design/flow/design.v
export SDC_FILE = /design/flow/constraint.sdc
export NUM_CORES = 4
export LEC_CHECK = 1
export CORE_UTILIZATION = 50
File: design/flow/constraint.sdc
current_design reg_file_4

set clk_period 1.0
set clk_io_pct 0.2

create_clock -name clk0 -period $clk_period

set non_clock_inputs [all_inputs -no_clocks]
set_input_delay [expr $clk_period * $clk_io_pct] -clock clk0 $non_clock_inputs
set_output_delay [expr $clk_period * $clk_io_pct] -clock clk0 [all_outputs]
File: design/flow/design.v
module dff_sync_clear(d, clearb,clock, q);
input d, clearb, clock;
output q;
reg q;
always @ (posedge clock)
begin
if (!clearb) q <= 1'b0;
else q <= d;
end
endmodule
module dff_async_clear(d, clearb, clock, q);
input d, clearb, clock;
output q;
reg q;
always @ (negedge clearb or posedge clock)
begin
if (!clearb) q <= 1'b0;
else q <= d;
end
endmodule
module decoder2to4bits(decin,decout);
input [1:0] decin;
output [3:0] decout;
assign decout[0] = (~decin[1])&(~decin[0]);
assign decout[1] = (~decin[1])&(decin[0]);
assign decout[2] = (decin[1])&(~decin[0]);
assign decout[3] = (decin[1])&(decin[0]);
endmodule
module mux4to1_32bits (in0,in1,in2,in3,sel,out);
input [31:0] in0,in1,in2,in3;
input [1:0] sel;
output [31:0] out;
assign out = sel[1] ? (sel[0] ? in3 : in2) : (sel[0] ? in1 : in0);
endmodule
module reg_32bits(d,clearb,clk,q);
input [31:0] d;
input clearb,clk;
output [31:0] q;
genvar j;
generate
    for (j =0 ;j<32 ;j=j+1 ) begin: reg_loop
        dff_async_clear d1(d[j], clearb, clk, q[j]);
    end
endgenerate
endmodule
module reg_file_4 (clk,reset,readreg1,readreg2,writedata,writereg,regwrite,readdata1,readdata2
);
input clk,reset,regwrite;
input [31:0] writedata;
input [1:0] readreg1,readreg2,writereg;
output [31:0] readdata1,readdata2;
wire [3:0] reg_clk,dec_out;
wire [31:0] reg_out [3:0];
decoder2to4bits d1(writereg,dec_out);
assign reg_clk[0] = regwrite&clk&dec_out[0];
assign reg_clk[1] = regwrite&clk&dec_out[1];
assign reg_clk[2] = regwrite&clk&dec_out[2];
assign reg_clk[3] = regwrite&clk&dec_out[3];
genvar j;
generate
    for (j =0 ;j<4 ;j=j+1 ) begin: reg_loop_3
        reg_32bits reg2(writedata, reset, reg_clk[j], reg_out[j]);
    end
endgenerate
mux4to1_32bits m1(reg_out[0],reg_out[1],reg_out[2],reg_out[3],readreg1,readdata1);
mux4to1_32bits m2(reg_out[0],reg_out[1],reg_out[2],reg_out[3],readreg2,readdata2);
endmodule
File: design/flow/run.sh
#!/bin/bash
# OpenROAD 26Q1-2900-gdf79404cd8, Yosys 0.63+post, stock flow scripts
make -C /OpenROAD-flow-scripts/flow DESIGN_CONFIG=/design/flow/config.mk WORK_HOME=/design/flow/orfs finish
==> changes_impl.md <==
### Physical design

- FP Rows: 35
- Worst path required time: ~0.80 ns
- Hold_ws: 0.8921 ns
- Max reg flops: 128
- Endpoints left unconstrained: 128
- Pwr per Cell Area: 239.3 nW/um2
- Mapped Avg Cell Area: 23.19 um2
- # IOs: 105
- Log Warnings: 36
- Critical path type: in2out
- RSZ-0062 raised after global routing: yes
- Die Y: 100.7 um
- Unique cell types: 9
- First-pass GRT wire length: between 15,000 and 20,000 um
- Number of synthesized register bits: 128
- Final worst-path cycle share: 140.6%
- Total core area: 9328 um2
- Mapped Cells: 210
- Share of layout cells above drive strength 1: between 50% and 60%
- Fill count: 601
- Synthesis Warnings: 2
- Pre-Place Util: 52.22%
- Status: finished, violations left
- Peak supply drop: 0.2343 mV
- Reg with most FFs: reg_loop_3.reg2.reg_loop.d1.q
- Ys cells: 210
- Drt drc: 0
- Max Cap Viol: 0
- Via Count: 2,687
- GRT Max-Usage Layer: met2
- Antenna-violating nets left: 0
- M1 GR Usage: 36.32%
- Placed insts: 446
- I/O Buffers: 105
- Die Wd: 100.7 um
- Final setup violation count: 64
- Overall routed net length: 9546 um
- Top Registers: reg_loop_3.reg2.reg_loop.d1.q (128)
- GR Layer Usage met2: 37.20%
- Number of global-route vias before repair: 3,030
- Register pins left without a clock: 128
- Hold Crit Class: in2out
- Worst EP arrival: roughly 1.2 ns
- Finished Cell Area: 6530 um2
- Worst-Margin Slew: between 0.7 and 0.8 ns
- Post-CTS Hold Buffers: 0
- Setup slack after layout: -0.4061 ns
- P_leak: 2.819 nW
- Met3 usage: between 6 and 7%
- Max Fanout on Critical Path: 6
- Final Hold Viols: 0
- Violated checks: negative setup slack
- GRT Residual Overflow: 0
- Max Fclk: between 0.7 and 0.8 GHz
- Cell area after placement: 6111 um2
- Via density: 5.417
- GRT Util Overall: 22.72%
- Synthesized cell area: just under 5000 um2
- Die ar.: 10,140 um2
- Final Instance Count excl. Fillers: 496
- Drt wl/cell: 19.25 um
- Initial drt markers: 32
- Total power: 1.562 mW
- Post-DP HPWL: 6144 um
- Slew HR: 48.01%
- Antenna diodes: 0
- Largest net degree at the start of global routing: ~66
- Initial antenna violation count: 0
- Dpl ws: -0.7812 ns
- Final Critical Period: 1.406 ns
- Synth Seq Share: roughly 66%
- Synthesis area per yosys: slightly below 5000 um2
- Crit path capture type: output port
- DRT Pass-1 Iters: 6
- Crit path launch type: input port
- GP Congestion: 0.7908
- Slew Limit Fails: 0
- Area growth syn-to-layout: 34.06%
==> final cells by class <==
type | instances | area, um2 | area share, %
multi-input combinational | 68 | 1495 | 22.90
sequential | 128 | 3203 | 49.05
tap | 129 | 161.4 | 2.472
timing repair buffer | 171 | 1670 | 25.58
==> synthesized netlist by cell type (all sizes together) <==
| master | number | area (um2) |
|---|---|---|
| nor4bb | 1 | 10.01 |
| and4 | 1 | 8.760 |
| buf | 14 | 172.7 |
| and4b | 2 | 20.02 |
| dfrtp | 128 | 3203 |
| mux4 | 64 | 1456 |
==> path summary, 6_finish.rpt <==
kind	start	end	slack, ns	cells after the start
setup / recovery	readreg1[0]	readdata1[1]	-0.41	5
hold / removal	readreg2[1]	readdata2[6]	0.89	4
==> layout by cell type (no fill, tap or decap) <==
cell type        synthesis  final
buf_16                   0      6
buf_4                    0     13
and4_1                   1      1
buf_8                    0      5
nor4bb_4                 0      1
dfrtp_1                128    128
buf_2                    6     64
buf_12                   6     14
and4b_1                  2      2
clkdlybuf4s50_1          0     36
mux4_2                  60     64
buf_6                    2     33
==> per-stage QoR <==
step,TNS [ns],util [%]
2_1_floorplan,-5.497,-
3_3_place_gp,-45.62,65.51
3_5_place_dp,-45.74,65.51
4_1_cts,-22.62,69.78
5_1_grt,-24.34,70.01
6_report,-22.26,70.01
==> worst max-delay path: stages <==
cell	delay (ns)
buf_16	0.14
buf_12	0.13
buf_6	0.09
mux4_2	0.51
buf_2	0.13
==> routing by layer <==
metal,vias up,part of all wire [%]
met4,0,0.56
met1,1434,40
met2,104,53
li1,1143,-
met3,6,6.5
met5,-,0
==> what timing repair did <==
item / in CTS / in global routing
endpoints found under the setup margin: 64 / 64
hold endpoints to repair: 0 / 0
setup buffers: 45 / 2
resized: 259 / 7
cloned: 5 / 0
==> report_power, final <==
part	switching, mW	leakage [nW]	total (mW)	internal [mW]
logic	0.500	1.34	1.35	0.846
registers	0.0285	1.48	0.217	0.189
clock network	0	0	0	0
==> logic make-up after synthesis <==
kind of cell	after synthesis	synth area share (%)
AND/OR/NAND/NOR	4	0.7964
multiplexers	64	29.90
flip-flops	128	65.76
buffers and inverters	14	3.545
Power and IR drop assume default switching activity.
